**flow/run.sh**
```bash
#!/bin/bash
# OpenROAD 26Q1-2900-gdf79404cd8, Yosys 0.63+post, stock flow scripts
make -C /OpenROAD-flow-scripts/flow DESIGN_CONFIG=/design/flow/config.mk WORK_HOME=/design/flow/orfs finish
```
**flow/config.mk**
```make
export PLATFORM = sky130hd
export DESIGN_NAME = top_arc
export DESIGN_NICKNAME = top_arc
export VERILOG_FILES = /design/flow/design.v
export SDC_FILE = /design/flow/constraint.sdc
export NUM_CORES = 4
export LEC_CHECK = 1
export CORE_AREA = 10 10 178 178
export DIE_AREA = 0 0 188 188
```
**flow/constraint.sdc**
```tcl
current_design top_arc

set clk_period 1.0
set clk_io_pct 0.2

create_clock -name clk0 -period $clk_period [get_ports {clkin_data}]

set non_clock_inputs [all_inputs -no_clocks]
set_input_delay [expr $clk_period * $clk_io_pct] -clock clk0 $non_clock_inputs
set_output_delay [expr $clk_period * $clk_io_pct] -clock clk0 [all_outputs]
```
**flow/design.v**
```verilog
module top_arc(clkin_data, in_data, out_data);
  reg [5:0] _00_;
  input [63:0] clkin_data;
  wire [63:0] clkin_data;
  input [191:0] in_data;
  wire [191:0] in_data;
  output [191:0] out_data;
  wire [191:0] out_data;
  always_ff @(posedge clkin_data[0])
    if (!clkin_data[32]) _00_ <= 6'h00;
    else _00_ <= in_data[7:2];
  assign out_data[5:0] = _00_;
  assign out_data[191:6] = 186'h0;
endmodule
```
==> flow_summary.yaml <==
# implementation run metrics
sta:
  finalCritPeriodShare: 0.961
  slew_violations: 0
  setup_viol: 0
  min_period_ns: 0.961
  max_freq_mhz: 1040
  report.final.hold_viol_count: 0
  rsz0062_at_grt: "no"
synth:
  synth_area_um2: 1560
  numSynthFlops: 6
  syn-instance-count: 199
  area_leaders: "buf_4 90%, dfxtp_1 7.7%, and2_1 2.4%, conb_1 0.24%"
  ys.warnings.count: 1
  ys_sh_mux: 0
  edf_count: 0
  top_cell: "buf_4"
  synth_chip_area_um2: 1560
  synth.top_cells.by_count: "186 x buf_4, 6 x and2_1, 6 x dfxtp_1, 1 x conb_1"
  largest_area_cell: "buf_4"
  aoi_share: 0
  yosysUniqueCellTypes: 4
  yosysCellCount: 199
  synthTopLogicFamily: "buffers and inverters"
  synth.top_cell.area_share: 0.896
  async_flop_share: 0
  ys_seq_share: 0.0771
  synthAdderAreaFrac: 0
  synth_area_per_cell_um2: 7.83
  ys_sh_xor: 0
  synth_top_flop_cell: "dfxtp_1"
  simple_gate_area_frac: 0.0241
cells_and_area:
  syn2layout_area_growth_pct: 1.77
  fin_area_um2: 1590
  n_fill_cell: 3305
  drive_above_1_share: 0.0553
worst_setup_path:
  critPathArrivalTime_ns: 0.76
  worstSetupEndpointType: "primary output"
  slowest_delay_ns: 0.31
  worstPathCellList: "clkdlybuf4s15_2"
  crit_fanout: 1
  crit_type: "flip-flop to primary output"
  required_ns: 0.80
  start_kind: "flip-flop"
  critPathTopFamily: "flip-flops"
  cp_num_cells: 1
  crit_buf_inv: 1
  slowest_stage: "dfxtp_1"
min_path:
  min_path_type: "clock port to flip-flop"
  hold_end: "_00_[2]"
  hp-start: "clkin_data[32]"
  worstHoldPathCells: 3
route:
  ant_nets: 0
  diodes: 0
  via_per_inst: 1.22
  drtPass1Iterations: 2
  vias: 725
  drc_errors: 0
  wl_per_cell_um: 5.98
  drt_iter0_drc: 1
  wl_mm: 3.56
global_route:
  antenna_found_initial: 0
  grt.total_usage: 0.0165
  overflow: 0
  grt_pass1_wl_mm: 4.80
  grt_max_degree: 5
  grt_pass1_vias: 1185
floorplan:
  io_pins: 448
  row_count: 61
  die_height_um: 188
  die_w_um: 188
  dieArea_um2: 35300
  coreArea_um2: 27800
  initial_core_util: 0.0561
clock_network:
  cts_resized: 18
  post_cts_buffers: 0
  clkTransAtPathRegs_ns: 0.03
  cts_tree: "done"
  holdBufCountCts: 0
run:
  cap_violations: 0
  tool_warnings: 323
place:
  gp_congestion: 0.573
  dpl-instance-area_um2: 1450
  port_buffers: 12
power:
  power_leakage_nw: 0.795
  power_density_nw_per_um2: 1220
  peakVddDrop_uv: 826
  total_power_w: 0.00194
run_status:
  status: "finished clean"
## cell families after synthesis
logic type | after synthesis
other cells | 1
simple gates | 6
flops | 6
buf+inv | 186
## routing by layer
metal	part of all wire	global-route usage
met3	0.39	0.0315
met1	0.38	0.0143
met5	0	0
met2	0.22	0.0154
met4	0.0087	0.00400
## power by group
part,total (W),switching [W],internal [W],leakage [nW]
clock,0.00130,0.000206,0.00110,0.0911
sequential,0.000375,0.0000320,0.000343,0.0500
combinational,0.000265,0.000161,0.000104,0.654
## worst max-delay path by stage
stage / startpoint / end / slack (ns)
after CTS: _00_[5] / out_data[5] / 0.004
after global routing: _00_[3] / out_data[3] / 0.003
final: _00_[3] / out_data[3] / 0.04
## through the flow
stage / utilization / instances / setup TNS [ns] / setup slack [ns] / hold slack (ns)
after floorplan: - / 384 / 0 / 0.260 / 0.122
after detailed placement: 0.0522 / 588 / -0.481 / -0.0997 / 0.122
final: 0.0571 / 595 / 0 / 0.0389 / 0.134
after global placement: 0.0522 / 588 / -0.464 / -0.0805 / 0.122
after CTS: 0.0580 / 595 / 0 / 0.00390 / 0.137
after global routing: 0.0571 / 595 / 0 / 0.00316 / 0.137
## placed cells by master, fill, tap and decap left out
cell type        instances
and2_1                   6
clkbuf_16                6
clkbuf_1                 1
conb_1                 186
clkdlybuf4s50_1          6
clkdlybuf4s15_2          2
dfxtp_1                  6
buf_2                    4
## area by class of cell
class                           count  area [um2]  area share
Sequential cell                     6         120      0.0758
Tap cell                          378         473       0.298
Multi-Input combinational cell    192         736       0.464
Clock buffer                        7         154      0.0971
Timing Repair Buffer               12         103      0.0647
Power is estimated from default activity; no workload was simulated.
